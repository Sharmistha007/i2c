==> ./run.sh <==
#!/bin/bash
# OpenROAD 26Q1-2900-gdf79404cd8, Yosys 0.63+post, stock flow scripts
make -C /OpenROAD-flow-scripts/flow DESIGN_CONFIG=/design/flow/config.mk WORK_HOME=/design/flow/orfs finish
==> ./config.mk <==
export PLATFORM = sky130hd
export DESIGN_NAME = i2c_controller
export DESIGN_NICKNAME = i2c_controller
export VERILOG_FILES = /design/flow/design.v
export SDC_FILE = /design/flow/constraint.sdc
export NUM_CORES = 4
export LEC_CHECK = 1
export CORE_UTILIZATION = 50
==> ./constraint.sdc <==
current_design i2c_controller

set clk_period 3.3
set clk_io_pct 0.2

create_clock -name clk0 -period $clk_period [get_ports {clk}]

set non_clock_inputs [all_inputs -no_clocks]
set_input_delay [expr $clk_period * $clk_io_pct] -clock clk0 $non_clock_inputs
set_output_delay [expr $clk_period * $clk_io_pct] -clock clk0 [all_outputs]
==> ./design.v <==
`timescale 1ns / 1ps
module i2c_controller(
	input wire clk,
	input wire rst,
	input wire [6:0] addr,
	input wire [7:0] data_in,
	input wire enable,
	input wire rw,
	output reg [7:0] data_out,
	output wire ready,
	inout i2c_sda,
	inout wire i2c_scl
	);
	localparam IDLE = 0;
	localparam START = 1;
	localparam ADDRESS = 2;
	localparam READ_ACK = 3;
	localparam WRITE_DATA = 4;
	localparam WRITE_ACK = 5;
	localparam READ_DATA = 6;
	localparam READ_ACK2 = 7;
	localparam STOP = 8;
	reg [7:0] state;
	reg [7:0] saved_addr;
	reg [7:0] saved_data;
	reg [7:0] counter;
	reg [7:0] counter2 = 0;
	reg write_enable;
	reg sda_out;
	reg i2c_scl_enable = 0;
	reg i2c_clk = 1;
	assign ready = ((rst == 0) && (state == IDLE)) ? 1 : 0;
	assign i2c_scl = (i2c_scl_enable == 0 ) ? 1 : i2c_clk;
	assign i2c_sda = (write_enable == 1) ? sda_out : 'bz;
	always @(posedge clk) begin
		if (counter2 == 1) begin
			i2c_clk <= ~i2c_clk;
			counter2 <= 0;
		end
		else counter2 <= counter2 + 1;
	end 
	always @(negedge i2c_clk, posedge rst) begin
		if(rst == 1) begin
			i2c_scl_enable <= 0;
		end else begin
			if ((state == IDLE) || (state == START) || (state == STOP)) begin
				i2c_scl_enable <= 0;
			end else begin
				i2c_scl_enable <= 1;
			end
		end
	end
	always @(posedge i2c_clk, posedge rst) begin
		if(rst == 1) begin
			state <= IDLE;
		end		
		else begin
			case(state)
				IDLE: begin
					if (enable) begin
						state <= START;
						saved_addr <= {addr, rw};
						saved_data <= data_in;
					end
					else state <= IDLE;
				end
				START: begin
					counter <= 7;
					state <= ADDRESS;
				end
				ADDRESS: begin
					if (counter == 0) begin 
						state <= READ_ACK;
					end else counter <= counter - 1;
				end
				READ_ACK: begin
					if (i2c_sda == 0) begin
						counter <= 7;
						if(saved_addr[0] == 0) state <= WRITE_DATA;
						else state <= READ_DATA;
					end else state <= STOP;
				end
				WRITE_DATA: begin
					if(counter == 0) begin
						state <= READ_ACK2;
					end else counter <= counter - 1;
				end
				READ_ACK2: begin
					if ((i2c_sda == 0) && (enable == 1)) state <= IDLE;
					else state <= STOP;
				end
				READ_DATA: begin
					data_out[counter] <= i2c_sda;
					if (counter == 0) state <= WRITE_ACK;
					else counter <= counter - 1;
				end
				WRITE_ACK: begin
					state <= STOP;
				end
				STOP: begin
					state <= IDLE;
				end
			endcase
		end
	end
	always @(negedge i2c_clk, posedge rst) begin
		if(rst == 1) begin
			write_enable <= 1;
			sda_out <= 1;
		end else begin
			case(state)
				START: begin
					write_enable <= 1;
					sda_out <= 0;
				end
				ADDRESS: begin
					sda_out <= saved_addr[counter];
				end
				READ_ACK: begin
					write_enable <= 0;
				end
				WRITE_DATA: begin 
					write_enable <= 1;
					sda_out <= saved_data[counter];
				end
				WRITE_ACK: begin
					write_enable <= 1;
					sda_out <= 0;
				end
				READ_DATA: begin
					write_enable <= 0;				
				end
				STOP: begin
					write_enable <= 1;
					sda_out <= 1;
				end
			endcase
		end
	end
endmodule
==> impl_metrics.tcl <==
# yosys + openroad results
set metrics [dict create \
    synth-edff-count 33 \
    tool.error "[error] [KeplerFormal.cpp:679] Workflow failed: Iso has multiple drivers: .i2c_sda0, i2c_sda$_DFFE_NP1P_.Q0" \
    yosys_warnings 2 \
    clock_path_buffers 2 \
    ys_cells 194 \
    dpl_worst_slack_ns 0.865 \
    ys.flop_type "edfxtp_1" \
    ys_ff 52 \
    post_cts_resize_count 0 \
    clock-root-buffer "clkbuf_8" \
    synth-simple-area-share_pct 15.6 \
    yosys_area_um2 2400 \
    die_y_um 71.2 \
    adder_share_pct 2.09 \
    cts_setup_buffers 0 \
    pin_count 30 \
    syn_area_per_cell_um2 12.4 \
    ys_top_cells_by_area "edfxtp_1, dfrtp_1, dfxtp_1" \
    failing_step "4_1_cts" \
    yosys.stat.seqShare_pct 59.6 \
    syn_area_um2 2400 \
    h-tree-depth 1 \
    compound_area_share_pct 11.3 \
    gp_congestion 0.833 \
    untimed_endpoints 84 \
    placed_area_um2 2710 \
    ys_sh_mux_pct 4.60 \
    synth_cell_types 49 \
    initCoreUtil_pct 53.6 \
    hpwl_mm 2.94 \
    synthCells 194 \
    status "aborted with a tool error" \
    cts_buffers 3 \
    ctsHoldBuffers 0 \
    die_x_um 71.2 \
    port_buffers 27 \
    rows 24 \
    top_area_cell "edfxtp_1" \
    xor_share_pct 4.02 \
    synthArstFlopShare_pct 21.2 \
    top_area_share_pct 41.4 \
    logic_family "simple AND/OR/NAND/NOR gates" \
    unclocked_regs 43 \
]
[cell usage after synthesis, drive strengths merged (2+ instances only)]
| cell type | number |
|---|---|
| or4 | 2 |
| nand2 | 11 |
| and2 | 5 |
| xnor2 | 7 |
| dfxtp | 8 |
| a32o | 2 |
| clkbuf | 6 |
| a211oi | 2 |
| mux2 | 2 |
| o31ai | 10 |
| nand3 | 8 |
| inv | 8 |
| dfstp | 2 |
| o21bai | 2 |
| mux4 | 3 |
| a21oi | 9 |
| nor3 | 3 |
| or3 | 2 |
| mux2i | 2 |
| xor2 | 4 |
| nor2 | 13 |
| a21o | 2 |
| nor2b | 2 |
| nand2b | 3 |
| o21ai | 8 |
| dfrtp | 8 |
| nor4b | 3 |
| and3 | 3 |
| ha | 4 |
| nor4 | 4 |
| edfxtp | 33 |
[logic make-up after synthesis]
| family | after synthesis |
|---|---|
| compound gates | 40 |
| xor+xnor | 11 |
| fa+ha+maj | 4 |
| buf+inv | 16 |
| flops | 52 |
| mux | 7 |
| simple gates | 64 |
[stage by stage]
step | hold WS [ns] | instances | power [uW]
floorplan | 0.426 | 194 | 120
global placement | 0.447 | 267 | 142
detailed placement | 0.443 | 267 | 143
No activity file was given, so power comes from the tool's default toggle rates.
